**run.sh**
```bash
#!/bin/bash
# OpenROAD 26Q1-2900-gdf79404cd8, Yosys 0.63+post, stock flow scripts
make -C /OpenROAD-flow-scripts/flow DESIGN_CONFIG=/design/flow/config.mk WORK_HOME=/design/flow/orfs finish
```
**config.mk**
```make
export PLATFORM = sky130hd
export DESIGN_NAME = calculator
export DESIGN_NICKNAME = calculator
export VERILOG_FILES = /design/flow/design.v
export SDC_FILE = /design/flow/constraint.sdc
export NUM_CORES = 4
export LEC_CHECK = 1
export CORE_UTILIZATION = 40
```
**design.v**
```verilog
module ALU
#(
    parameter PUSH_CODE = 4'b0000,
    parameter POP_CODE  = 4'b0001,
    parameter ADD_CODE  = 4'b0010,
    parameter MULL_CODE = 4'b0011,
    parameter SUB_CODE  = 4'b0100,
    parameter DIV_CODE  = 4'b0101,
    parameter REM_CODE  = 4'b0110,
    parameter Q_PUSH    = 2'b0,
    parameter Q_SLEEP   = 2'b01,
    parameter Q_POP     = 2'b11,
    parameter Q_GET_AND_PUSH    = 2'b10
)
(
    input wire[15:0] operands,
    input wire [3:0] opcode,  
    input wire [7:0] push_val,
    input wire clk,
    input wire rst,
    output reg [7:0] result,
    output reg [1:0] queue_op,
    output reg has_calc_err
);
always @* begin
    if (rst) begin 
        has_calc_err = 0;
        result = 0;
        queue_op = 1;
    end
    else begin
        case(opcode) 
            PUSH_CODE: begin
                result = push_val;
                queue_op = Q_PUSH;
                if (has_calc_err == 0) 
                    has_calc_err = 1'b0;
                else
                    has_calc_err = 1'b1;
            end
            POP_CODE: begin
                queue_op = Q_POP;
                result = 8'b0;
                if (has_calc_err == 0) 
                    has_calc_err = 1'b0;
                else
                    has_calc_err = 1'b1; 
            end
            ADD_CODE: begin 
                result = operands[15:8] + operands[7:0];
                queue_op = Q_GET_AND_PUSH;
                if (has_calc_err == 0) 
                    has_calc_err = 1'b0;
                else
                    has_calc_err = 1'b1;
            end
            MULL_CODE: begin
                result = operands[15:8] * operands[7:0];
                queue_op = Q_GET_AND_PUSH;
                if (has_calc_err == 0) 
                    has_calc_err = 1'b0;
                else
                    has_calc_err = 1'b1;
            end
            SUB_CODE: begin
                result = operands[7:0] - operands[15:8];
                queue_op = Q_GET_AND_PUSH;
                if (has_calc_err == 0) 
                    has_calc_err = 1'b0;
                else
                    has_calc_err = 1'b1;
            end
            DIV_CODE: begin
                if (operands[15:8] == 8'b0) begin
                    has_calc_err = 1;
                end 
                    result = operands[7:0] / operands[15:8];
                    queue_op = Q_GET_AND_PUSH;
				end
            REM_CODE: begin
                if (operands[15:8] == 8'b0) begin
                    has_calc_err = 1; 
                end 
                    result = operands[7:0] % operands[15:8];
                    queue_op = Q_GET_AND_PUSH;
            end
            default: begin
                if (!opcode[3]) begin
                    has_calc_err = 1;
                end else begin
                    if (has_calc_err == 0) 
                        has_calc_err = 1'b0;
                    else
                        has_calc_err = 1'b1;
                end
                result = 0;
                queue_op = Q_SLEEP;
            end
        endcase
    end;
end
endmodule
module calculator(
    input wire clk,
    input wire rst,
    input wire[7:0] in,
    input wire[2:0] op,
    input wire apply,
    output wire[7:0] tail,
    output wire empty,
    output wire valid
);
    wire invalid;
    wire [7:0] count_val;
    wire [15:0] get_val;
    wire [1:0] queue_op;  
    wire [2:0] pos_back;
    wire empty_err;  
    wire alu_err;  
    wire [3:0] opcode;
    assign invalid = alu_err | empty_err;
    assign valid = !invalid;
    assign opcode = {invalid | !apply, op};
    queue_with_controller queue(
        .rst(rst),
        .clk(clk),
        .back(count_val),
        .opcode(queue_op),
        .top_conc(get_val),
        .is_err(empty_err),
        .is_empty(empty),
        .tail(tail)
    );
    ALU alu(
        .rst(rst),
        .clk(clk),
        .operands(get_val),
        .opcode(opcode),
        .push_val(in),
        .result(count_val),
        .queue_op(queue_op),
        .has_calc_err(alu_err)
    );
endmodule
module queue_with_controller(
    input wire [7:0] back,
    input wire [1:0] opcode,
    input wire clk,
    input wire rst,
    output wire  [15:0] top_conc, 
    output reg[7:0] tail,
    output wire is_empty,
    output reg is_err
);
    reg[2:0] pos_back = 0;
    assign is_empty = pos_back == 0;
    reg [7:0] arr [0:4];
    integer i;
    wire[39:0] debug_reg;
    assign debug_reg = {arr[0], arr[1], arr[2], arr[3], arr[4]};
    assign top_conc = {(pos_back == 3'b001) ? 8'hFF : arr[1], arr[0]};
    always @* begin
        tail = arr[pos_back - 1];
    end
    always @(posedge clk or posedge rst) begin
        if (rst) begin
            for (i = 0; i < 5; i = i + 1)
                arr[i] <= 8'b0;  
            pos_back <= 0; 
            is_err <= 0;
        end
        else begin
            case(opcode)
                2'b0: begin  
                    if (pos_back == 5) begin
                        is_err <= 1;
                    end
                    else begin
                        arr[pos_back] <= back;
                        pos_back <= pos_back + 1;
                    end
                end
                2'b10: begin  
                    if (pos_back < 2) begin
                        is_err <= 1;
                    end
                    else begin
                        for (i = 2; i < 5; i = i + 1)
                            arr[i - 2] = arr[i];
                        pos_back <= pos_back - 1;
                        arr[pos_back - 2] <= back;
                        if (pos_back == 2) begin
                            arr[pos_back - 1] = 8'hFF;
                        end
                        arr[pos_back] <= 0;
                    end
                end
                2'b11: begin  
                    if (pos_back == 0) begin
                        is_err <= 1;
                    end
                    else begin
                        for (i = 1; i < 5; i = i + 1)
                            arr[i - 1] <= arr[i];
                        pos_back <= pos_back - 1;
                    end
                end
            endcase  
        end
    end
endmodule
```
**constraint.sdc**
```tcl
current_design calculator

set clk_period 16.6
set clk_io_pct 0.2

create_clock -name clk0 -period $clk_period [get_ports {clk}]

set non_clock_inputs [all_inputs -no_clocks]
set_input_delay [expr $clk_period * $clk_io_pct] -clock clk0 $non_clock_inputs
set_output_delay [expr $clk_period * $clk_io_pct] -clock clk0 [all_outputs]
```
==> results.py <==
# Synthesis and PnR figures
metrics = {
    "outcome": {
        "status": "finished clean",
    },
    "timing": {
        "finalHoldViolCount": 0,
        "drv_slew": 0,
        "post-route-min-period_ns": 13.67,
        "rsz0062_at_grt": "false",
        "worst_pin_slew_ns": 1.01,
        "untimed_endpoints": 1,
        "worst_hold_slack_ns": 0.547,
        "fmax_mhz": 73.2,
        "unclocked_regs": 1,
        "setup_viol": 0,
        "period_used_pct": 82.3,
        "tns_ns": 0,
        "finClkSkew_ns": 0.00336,
        "slew_headroom_pct": 32.2,
    },
    "placement": {
        "io_buffers": 23,
        "hpwl_mm": 13.8,
        "gp_congestion": 0.965,
    },
    "synthesis": {
        "ys.flops": 45,
        "ys.flop_type": "dfrtp_1",
        "synth_async_sr_flop_share_pct": 97.8,
        "edf_count": 0,
        "avgSynthCellArea_um2": 7.92,
        "ys_warn_count": 10,
        "ys_area_mm2": 0.00601,
        "area_leaders": "dfrtp_1 18%, ha_1 15%, nor2_1 6.1%",
        "ys_cells": 758,
        "synth_area_leader_cell": "dfrtp_1",
        "synthCells": 758,
        "synth_cell_types": 72,
        "synth_top_area_share_pct": 18.3,
        "synth_area_mm2": 0.00601,
    },
    "drt": {
        "ant_nets": 0,
        "wl_per_cell_um": 18.7,
        "firstDrtPassIters": 5,
        "drc": 0,
        "drtIter0Drc": 320,
        "antenna_cells": 0,
        "drt-vias-per-instance": 6.03,
        "wl_mm": 17.8,
        "num_vias": 5745,
    },
    "clocking": {
        "cts_setup_buffers": 0,
        "clk_latency_ns": 0.28,
        "cts_tree": "yes",
        "clk_pin_slew_ns": 0.06,
        "clockBufferDepth": 2,
        "htree_levels": 2,
        "ctsRootBufferMaster": "clkbuf_16",
        "hold_buffers": 0,
        "cts_resized": 0,
        "cts_buffers": 5,
    },
    "global_route": {
        "antenna_found_initial": 0,
        "overflow": 0,
        "grt_use_total_pct": 23.8,
        "grt_pass1_wl_mm": 29.2,
        "grt_pass1_vias": 5420,
        "grt_max_degree": 45,
    },
    "setup_path": {
        "crit_top_cell": "ha_1",
        "r2r_slack_ns": 2.93,
        "critical_path.max_fanout": 25,
        "max_stage_delay_ns": 0.51,
        "r2r_cells": 58,
        "critPathLaunch": "queue.pos_back[1]$_DFFE_PP0P_",
        "crit_path_start_kind": "register",
        "end_kind": "register",
        "slowest_stage": "a211oi_2",
        "crit_required_ns": 16.75,
        "path_depth": 58,
        "worstPathArrival_ns": 13.82,
        "worst-path-buf-inv": 8,
        "endpoint": "queue.arr[0][0]$_DFFE_PP0P_",
        "crit_family": "AND-OR/OR-AND gates",
        "worstSetupPathType": "register to register",
        "r2r-start": "queue.pos_back[1]$_DFFE_PP0P_",
        "r2r_end": "queue.arr[0][0]$_DFFE_PP0P_",
    },
    "worst_hold_path": {
        "min_path_type": "register to register",
    },
    "layout": {
        "area_growth_pct": 9.85,
        "utilization_pct": 45.2,
        "drive_gt1_share_pct": 8.32,
    },
    "floorplanning": {
        "fp_util_pct": 41.2,
        "fp.dieH_um": 125,
        "chipArea_mm2": 0.0155,
        "placementRows": 44,
        "coreArea_mm2": 0.0146,
        "chipWidth_um": 125,
        "io_pins": 24,
    },
    "flow_run": {
        "cap_violations": 0,
        "tool_warnings": 36,
    },
}
## placed cells by master, fill, tap and decap left out, drive strengths merged, types with 8 or more instances in the layout
master	n
inv	38
mux2	15
xor2	14
nor2	98
o21a	17
nand3	10
a22oi	16
nor2b	17
dfrtp	44
ha	72
a21oi	58
a32oi	10
fa	14
xnor2	27
a31oi	17
a211oi	8
nand2	53
o21ai	62
clkdlybuf4s50	23
nor3	17
a21o	11
buf	19
## worst min path at each step
stage / cells past startpoint / slack, ns / start / to
6_report: 2 / 0.55 / queue.is_err$_DFFE_PP0P_ / queue.is_err$_DFFE_PP0P_
5_1_grt: 1 / 0.58 / queue.arr[3][6]$_DFFE_PP0P_ / queue.arr[3][6]$_DFFE_PP0P_
4_1_cts: 2 / 0.55 / queue.is_err$_DFFE_PP0P_ / queue.is_err$_DFFE_PP0P_
## cells by family (layout without fill, tap and decap cells)
group | Yosys count | count (layout) | synth area share, %
and+or+nand+nor | 240 | 240 | 19.6
muxes | 17 | 17 | 3.15
adders and majority gates | 86 | 86 | 19.7
AOI/OAI and AO/OA | 250 | 250 | 27.9
xor gates and xnor gates | 41 | 41 | 5.98
DFF | 44 | 44 | 18.3
latches | 1 | 1 | 0.250
buffers and inverters | 79 | 90 | 5.17
## synth_stat cells, drive strengths merged (3+ instances only)
master / number
or2: 5
o21ai: 62
inv: 39
nand3: 10
nor2b: 17
a221oi: 6
nand2b: 6
ha: 72
o22ai: 5
nor3: 17
nand2: 53
and3: 4
a21oi: 58
and2: 6
nor4b: 4
nor4: 3
o22a: 6
fa: 14
a22oi: 16
nand4: 4
or3: 5
a222oi: 4
mux2: 15
o21a: 17
o31ai: 4
dfrtp: 44
a41oi: 6
xnor2: 27
buf: 7
a211oi: 8
a32oi: 10
a31oi: 17
clkbuf: 32
a21o: 11
xor2: 14
nor2: 98
## worst register-to-register path: cells and delay by family (launching register included)
family | cells | cell delay, ns
compound gates | 21 | 5.10
fa+ha+maj | 9 | 2.77
simple gates | 16 | 2.44
mux | 4 | 1.50
buf+inv | 8 | 1.31
flops | 1 | 0.43
## flip-flops by register name, summed over array words and instances, names as in the netlist
| register | flops |
|---|---|
| alu.has_calc_err | 1 |
| queue.arr | 40 |
| queue.is_err | 1 |
| queue.pos_back | 3 |
## through the flow
| stage | instance area, µm² | instances | setup slack, ns |
|---|---|---|---|
| finish | 6600 | 953 | 2.93 |
| global route | 6600 | 953 | 1.83 |
| CTS | 6600 | 953 | 3.03 |
| detailed placement | 6450 | 945 | 3.08 |
| global placement | 6450 | 945 | 3.56 |
| floorplan | 6010 | 758 | 3.71 |
## layout make-up
type	count	area, µm²
fillers	1393	7990
inverters	40	150
flip-flops and latches	45	1120
well taps	184	230
multi-input cells	634	4580
clock buffers	5	125
clock inverters	3	18.8
repair buffers	42	373
## per-layer routing
layer  part of all wire, %  track usage (%)  up-vias  wire length (µm)
met2                    47             38.5      202              8320
met5                     0                0        -                 0
met4                   1.0             2.20        0               182
met1                    46             35.4     2745              8240
met3                   6.0             3.68       16              1080
li1                      -                -     2782                 -
